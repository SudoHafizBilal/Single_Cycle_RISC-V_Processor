File: run.sh
#!/bin/bash
# OpenROAD 26Q1-2900-gdf79404cd8, Yosys 0.63+post, stock flow scripts
make -C /OpenROAD-flow-scripts/flow DESIGN_CONFIG=/design/flow/config.mk WORK_HOME=/design/flow/orfs finish
File: config.mk
export PLATFORM = sky130hd
export DESIGN_NAME = Mux
export DESIGN_NICKNAME = Mux
export VERILOG_FILES = /design/flow/design.v
export SDC_FILE = /design/flow/constraint.sdc
export NUM_CORES = 4
export LEC_CHECK = 1
export CORE_AREA = 10 10 70 70
export DIE_AREA = 0 0 80 80
File: constraint.sdc
current_design Mux

set clk_period 1.0
set clk_io_pct 0.2

create_clock -name clk0 -period $clk_period

set non_clock_inputs [all_inputs -no_clocks]
set_input_delay [expr $clk_period * $clk_io_pct] -clock clk0 $non_clock_inputs
set_output_delay [expr $clk_period * $clk_io_pct] -clock clk0 [all_outputs]
File: design.v
module Mux(
	input logic [31:0] reg_a,
	input logic [31:0] reg_b,
	input logic sel,
	output logic [31:0] muxout);
always_comb begin
	case(sel) 
		  1'b0:	muxout = reg_a;
		  1'b1:	muxout = reg_b;
	endcase
end	
endmodule
==> notes.md <==
## Routing
- DR vias: 692
- Remaining DRCs: 0
- first-pass detailed-route iteration total: 1
- wire length after detailed routing: 2890 um
- per-cell via count in the routed design: 3.82
- Detail Route Antenna Nets: 0
- number of diodes: 0
- number of DRC markers in iteration 0: 0
- WL per Instance: 15.9 um

## Yosys
- post-synthesis area per instance: 15.1 sq um
- area share of the largest cell type after synthesis: 82.8%
- Post-synth area hogs: sky130_fd_sc_hd__mux2_4, sky130_fd_sc_hd__buf_12, sky130_fd_sc_hd__mux2_2
- synth cell count leaders: sky130_fd_sc_hd__mux2_4, sky130_fd_sc_hd__buf_12, sky130_fd_sc_hd__mux2_2
- number of cells in the yosys synthesis report: 36
- count of synthesis-stage warnings from yosys: 1
- Cells after Synth: 36
- Netlist cell types: 4
- most instantiated library cell after synthesis: sky130_fd_sc_hd__mux2_4
- sequential share of the synthesized area: 0%
- Yosys chip area: 544 sq um
- library cell with the largest summed area after synthesis: sky130_fd_sc_hd__mux2_4
- post-synthesis instance area: 544 sq um

## Timing
- setup repair after global routing missed its margin: true
- final number of setup-violating endpoints: 32
- hold violation total from the final report: 0
- final worst setup slack: -0.0902 ns
- Least-Margin Pin Slew: 0.0650 ns
- setup TNS: -2.59 ns
- pins over their slew limit: 0
- Max Clk Rate: 917 MHz
- Final period util: 109%
- minimum clock period: 1.09 ns
- Max-slew headroom: 95.7%

## Cells and area
- Seq cells: 0
- utilization of the core after routing: 45.9%
- FILL cells: 337
- layout overhead on the synthesized area: 188%
- clock buffer count in the final layout: 0
- area occupied by registers: 0 sq um
- share of post-route cells with drive strength above 1: 52.6%
- combinational gate area: 480 sq um

## Placement
- Detailed Place HPWL: 2390 um
- Port Buf Inserts: 97
- gp weighted congestion: 0.792

## Worst hold path
- cell depth of the worst min-delay path: 3
- end point of the most critical hold path: muxout[21]
- Worst Min Path Start: reg_b[21]
- class of the worst hold path: primary input to output pin

## Status
- result of the run: finished, violations left
- failing checks: negative setup slack

## Die
- die boundary width: 80 um
- row cnt: 21
- number of top-level design ports: 97
- y dimension of the die: 80 um
- floorplan die area: 6400 sq um
- area inside the core boundary: 3420 sq um
- core utilization at floorplan: 15.9%

## Pwr
- pwr/cell area: 394 nW/um^2
- Design Power: 0.617 mW
- LEAKAGE: 0.852 nW
- Worst IR Drop VDD: 0.184 mV

## Global routing
- pin count of the biggest net entering global routing: 7
- number of antenna violations at the first check in global routing: 0
- wire length of the first global-routing pass: 4350 um
- All-Layer GR Usage: 8.36%
- gr ovfl total: 0
- number of global-route vias before repair: 767

## Critical path
- worst setup path category: primary input to output pin
- worst-path fanout max: 6
- endpoint arrival time on the critical path: 0.89 ns
- data required time at the worst endpoint: 0.80 ns
- critical path launch point type: primary input
- capturing element type of the critical path: output pin

## Run
- number of warnings in the stage logs: 34
- max-capacitance violation count: 0

## Clock tree
- hold_buf cts: 0

-- where the power goes --
group	internal (mW)	leakage [nW]	switching, mW
Combinational	0.480	0.852	0.137
Clock	0	0	0
Sequential	0	0	0
Total	0.480	0.852	0.137
-- final cells by class --
| cell class | instances | area share [%] |
|---|---|---|
| Timing Repair Buffer | 103 | 65.7 |
| Multi-Input combinational cell | 32 | 30.6 |
| Tap cell | 46 | 3.67 |
-- cell usage in the layout, fill, tap and decap left out --
cell	count
sky130_fd_sc_hd__buf_12	2
sky130_fd_sc_hd__buf_2	11
sky130_fd_sc_hd__mux2_4	32
sky130_fd_sc_hd__buf_16	5
sky130_fd_sc_hd__dlygate4sd2_1	64
sky130_fd_sc_hd__buf_6	21
-- critical path, cell delays in order --
cell and delay (ns):
sky130_fd_sc_hd__buf_16 0.14, sky130_fd_sc_hd__buf_16 0.15, sky130_fd_sc_hd__mux2_4 0.30, sky130_fd_sc_hd__buf_6 0.11
-- metrics by stage --
stage	cells	hold WS, ns	worst slack [ns]	instance area, sq um
5_1_grt	181	0.808	-0.111	1570
6_report	181	0.794	-0.0902	1570
4_1_cts	181	0.798	-0.0915	1520
3_3_place_gp	177	1.36	-0.495	1520
3_5_place_dp	177	1.35	-0.499	1520
2_1_floorplan	36	0.498	0.0669	544
-- per-layer routing --
metal | part of all wire [%] | up-vias | track usage (%)
met1 | 40 | 303 | 9.69
li1 | - | 338 | -
met5 | 0 | - | 0
met2 | 48 | 51 | 14.7
met3 | 12 | 0 | 3.64
met4 | 0 | 0 | 0
-- worst max path at each step --
stage | startpoint | to | slack [ns] | depth (start not counted)
CTS | sel | muxout[11] | -0.09 | 4
global route | sel | muxout[31] | -0.11 | 4
finish | sel | muxout[30] | -0.09 | 4
-- what timing repair did --
item | in CTS | in global routing
buffers inserted | 0 | 0
setup endpoints to repair | 32 | 32
hold endpoints to repair | 0 | 0
gates cloned | 4 | 0
resized | 188 | 8
pin swaps | 0 | 0
-- cells by family after synthesis --
logic type             count (synthesis)  synth area share (%)
buffers and inverters                  4                  13.1
muxes                                 32                  86.9
No activity file was given, so power comes from the tool's default toggle rates.
