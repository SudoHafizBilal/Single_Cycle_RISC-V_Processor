==> ./design.v <==
module mux_3by1(
	input logic [31:0] rega,
	input logic [31:0] regb,
	input logic [31:0] regc,
	input logic [1:0] sel,
	output logic [31:0] regd
	);
	always_comb begin
		case (sel)
			2'b00: regd = rega;
			2'b01: regd = regb;
			2'b10: regd = regc;
			default:regd = 32'b0;
		endcase
	end
endmodule		
==> ./run.sh <==
#!/bin/bash
# OpenROAD 26Q1-2900-gdf79404cd8, Yosys 0.63+post, stock flow scripts
make -C /OpenROAD-flow-scripts/flow DESIGN_CONFIG=/design/flow/config.mk WORK_HOME=/design/flow/orfs finish
==> ./config.mk <==
export PLATFORM = sky130hd
export DESIGN_NAME = mux_3by1
export DESIGN_NICKNAME = mux_3by1
export VERILOG_FILES = /design/flow/design.v
export SDC_FILE = /design/flow/constraint.sdc
export NUM_CORES = 4
export LEC_CHECK = 1
export CORE_AREA = 10 10 86 86
export DIE_AREA = 0 0 96 96
==> ./constraint.sdc <==
current_design mux_3by1

set clk_period 3.4
set clk_io_pct 0.2

create_clock -name clk0 -period $clk_period

set non_clock_inputs [all_inputs -no_clocks]
set_input_delay [expr $clk_period * $clk_io_pct] -clock clk0 $non_clock_inputs
set_output_delay [expr $clk_period * $clk_io_pct] -clock clk0 [all_outputs]
==> node_exporter_impl.prom <==
# HELP chip_impl_metric Yosys and OpenROAD flow results
# TYPE chip_impl_metric gauge
chip_impl_info{name="run_status",value="complete, no violations"} 1
chip_impl_info{name="critPathKind",value="input pin to output pin"} 1
chip_impl_metric{name="final_hold_vios",unit=""} 0
chip_impl_metric{name="area_delta_synth_final",unit="%"} 168
chip_impl_info{name="hold_wc_path_type",value="input pin to output pin"} 1
chip_impl_metric{name="drive_above_1_share",unit="%"} 7.58
chip_impl_info{name="synthTopLogicFamily",value="AND-OR/OR-AND gates"} 1
chip_impl_metric{name="overflow",unit=""} 0
chip_impl_metric{name="post_synth_and_or_nand_nor_area_fraction",unit="%"} 1.75
chip_impl_metric{name="number_of_global_route_vias_before_repair",unit=""} 1173
chip_impl_metric{name="routed_wirelength",unit="microns"} 4610
chip_impl_metric{name="final_critical_path_setup_slack",unit="ns"} 0.438
chip_impl_metric{name="fmaxAchievable",unit="GHz"} 0.338
chip_impl_metric{name="drtAntennaViolNets",unit=""} 0
chip_impl_metric{name="die_area",unit="sq um"} 9220
chip_impl_metric{name="critPathMaxFanout",unit=""} 27
chip_impl_metric{name="diode_insertion_count_for_antenna_repair",unit=""} 0
chip_impl_metric{name="vias",unit=""} 1118
chip_impl_metric{name="detail_route.wirelength.met1",unit="microns"} 1780
chip_impl_metric{name="critical_path_arrival",unit="ns"} 2.28
chip_impl_metric{name="floorplan_core_density",unit="%"} 14.2
chip_impl_metric{name="max-vdd-ir-drop",unit="uV"} 51.1
chip_impl_metric{name="groute.usage.overall",unit="%"} 9.21
chip_impl_metric{name="grt_pass1_wl",unit="microns"} 6780
chip_impl_info{name="top_layer",value="met3"} 1
chip_impl_metric{name="place_hpwl",unit="microns"} 3990
chip_impl_metric{name="warnings",unit=""} 32
chip_impl_metric{name="dieWidth",unit="microns"} 96
chip_impl_metric{name="power.density_cell_area",unit="nW/um^2"} 120
chip_impl_metric{name="maximum_cell_stage_delay_along_the_critical_path",unit="ns"} 0.50
chip_impl_metric{name="worst_slew_pin_slew",unit="ns"} 0.520
chip_impl_metric{name="met3_wirelength",unit="microns"} 700
chip_impl_metric{name="route.detailed.wl_per_inst",unit="microns"} 17.1
chip_impl_metric{name="die-height",unit="microns"} 96
chip_impl_metric{name="layout_min_cycle_time",unit="ns"} 2.96
chip_impl_metric{name="ys_sh_aoi",unit="%"} 43.6
chip_impl_metric{name="final_min_period_over_clock_period",unit="%"} 87.1
chip_impl_metric{name="final-seq-area",unit="sq um"} 0
chip_impl_metric{name="final_layout_worst_hold_slack",unit="ns"} 2.28
chip_impl_metric{name="cts_hold_repair.buffers",unit=""} 0
chip_impl_metric{name="dr.first_iter.drc_count",unit=""} 17
chip_impl_info{name="path_common_cell",value="sky130_fd_sc_hd__clkdlybuf4s50_1"} 1
chip_impl_metric{name="drt_pre_antenna_iters",unit=""} 2
chip_impl_metric{name="slew_headroom",unit="%"} 65.3
chip_impl_metric{name="power.leakage",unit="uW"} 0.000793
chip_impl_metric{name="met2_layer_wire_length_in_the_routed_design",unit="microns"} 2130
chip_impl_metric{name="n_sequential_cell",unit=""} 0
chip_impl_info{name="worstPathCellList",value="clkdlybuf4s50_1, nor2b_4, buf_12, o2bb2ai_1, clkdlybuf4s50_1"} 1
chip_impl_metric{name="maxCapViolCount",unit=""} 0
chip_impl_metric{name="synth.yosys.seq_area_share",unit="%"} 0
chip_impl_metric{name="post-cts-setup-buffer-count",unit=""} 0
chip_impl_metric{name="ys_warn_count",unit=""} 1
chip_impl_metric{name="gp_congestion",unit=""} 0.751
chip_impl_metric{name="syn_area",unit="sq um"} 787
chip_impl_metric{name="setup_viol",unit=""} 0
chip_impl_metric{name="pre_cts_ws",unit="ns"} 0.429
chip_impl_metric{name="cell_resize_tally_after_clock_tree_synthesis",unit=""} 0
chip_impl_metric{name="row_count",unit=""} 27
chip_impl_metric{name="grt_start_max_net_pins",unit=""} 33
chip_impl_metric{name="post-layout-total-power",unit="uW"} 254
chip_impl_info{name="layout_top_cell",value="sky130_fd_sc_hd__clkdlybuf4s50_1"} 1
chip_impl_metric{name="io_pins",unit=""} 130
chip_impl_metric{name="number_of_vias_per_cell",unit=""} 4.14
chip_impl_metric{name="synth-xor-area-share",unit="%"} 0
chip_impl_info{name="grt_setup_unrepaired",value="false"} 1
chip_impl_metric{name="mux_share",unit="%"} 40.7
chip_impl_info{name="layout.cells.most_common_list",value="129 x sky130_fd_sc_hd__clkdlybuf4s50_1, 32 x sky130_fd_sc_hd__mux2i_1, 22 x sky130_fd_sc_hd__o2bb2ai_1, 10 x sky130_fd_sc_hd__o2bb2ai_2, 2 x sky130_fd_sc_hd__buf_12"} 1
chip_impl_metric{name="yosys_area",unit="sq um"} 787
chip_impl_metric{name="drc_errors",unit=""} 0
chip_impl_metric{name="port_buf_inserts",unit=""} 130
chip_impl_metric{name="required",unit="ns"} 2.72
chip_impl_metric{name="timing.setup.tns",unit="ns"} 0
chip_impl_metric{name="design.core.area",unit="sq um"} 5540
chip_impl_metric{name="antenna_found_initial",unit=""} 0
chip_impl_metric{name="post_synth_inst_count",unit=""} 77
chip_impl_info{name="startpoint_type_of_the_worst_setup_path",value="input pin"} 1
chip_impl_metric{name="nClkBuffers",unit=""} 0
chip_impl_info{name="critPathSlowestCell",value="sky130_fd_sc_hd__clkdlybuf4s50_1"} 1
chip_impl_metric{name="synth_stat.cells",unit=""} 77
chip_impl_metric{name="synthAdderAreaFrac",unit="%"} 0
chip_impl_metric{name="synthesis.area_per_instance",unit="sq um"} 10.2
chip_impl_metric{name="netlist-cell-type-count",unit=""} 8
chip_impl_metric{name="drv_slew",unit=""} 0
chip_impl_info{name="cp-end-kind",value="output pin"} 1
-- worst paths after layout --
path                     start       end  slack (ns)  cells past startpoint
worst max-delay path    sel[0]  regd[23]        0.44                      5
worst min-delay path  regb[31]  regd[31]        2.28                      3
-- per-layer routing --
layer  vias up  global-route usage, %
li1        566                      -
met1       479                   10.9
met2        73                   15.6
met3         0                   4.64
met4         0                      0
met5         -                      0
-- cell type report --
type	instances	area [sq um]
Tap cell	72	90.1
Timing Repair Buffer	133	1340
Fill cell	570	3430
Multi-Input combinational cell	65	677
-- kinds of logic (layout without fill, tap and decap cells) --
logic type	after synthesis	in the layout
AOI/OAI and AO/OA	32	32
muxes	32	32
buffers and inverters	12	133
and+or+nand+nor	1	1
-- worst max-delay path: cells and delay by family --
| family | cells | cell delay [ns] |
|---|---|---|
| buffers and inverters | 3 | 1.21 |
| and+or+nand+nor | 1 | 0.25 |
| AOI/OAI and AO/OA | 1 | 0.14 |
-- metrics by stage --
step	cell area (sq um)	instances	util (%)
after floorplan	787	77	-
after global placement	2110	270	38.1
after detailed placement	2110	270	38.1
after CTS	2110	270	38.1
after global routing	2110	270	38.1
final	2110	270	38.1
-- synth_stat cells --
cell / number / area share (%)
sky130_fd_sc_hd__buf_2: 1 / 0.64
sky130_fd_sc_hd__clkbuf_1: 2 / 0.95
sky130_fd_sc_hd__mux2i_1: 32 / 41
sky130_fd_sc_hd__o2bb2ai_2: 10 / 19
sky130_fd_sc_hd__buf_4: 1 / 0.95
sky130_fd_sc_hd__nor2b_4: 1 / 1.7
sky130_fd_sc_hd__buf_6: 8 / 11
sky130_fd_sc_hd__o2bb2ai_1: 22 / 24
-- where the power goes --
part | leakage (uW) | switching (uW) | internal [uW]
clock network | 0 | 0 | 0
registers | 0 | 0 | 0
logic | 0.000793 | 65.3 | 189
Power figures rest on the tool's default switching activity, not on a simulated workload.
