--- flow/design.v ---
module ALU_unit(
	input logic [31:0] reg_a,
	input logic [31:0] reg_b,
	input logic [3:0] alu_op,
	output logic [31:0] aluout);
always_comb 
	begin
		case (alu_op)
			4'b0000:	aluout = reg_a + reg_b;  
			4'b0001:	aluout = reg_a - reg_b;  
			4'b0010:	aluout = reg_a & reg_b;  
			4'b0011:	aluout = reg_a | reg_b;  
			4'b0100:	aluout = reg_a ^ reg_b;  
			4'b0101:	aluout = reg_a << reg_b;  
			4'b0110:	aluout = reg_a >> reg_b;  
			4'b0111:	aluout = (reg_a < reg_b) ? 32'b1 : 32'b0;  
			4'b1000:	aluout = $signed(reg_a) >>> reg_b;  
			4'b1001:	aluout = ($unsigned(reg_a) < $unsigned(reg_b)) ? 32'b1 : 32'b0;  
			4'b1111:	aluout = reg_b;  
			default:	aluout = 32'b0;
		endcase
	end
endmodule
--- flow/run.sh ---
#!/bin/bash
# OpenROAD 26Q1-2900-gdf79404cd8, Yosys 0.63+post, stock flow scripts
make -C /OpenROAD-flow-scripts/flow DESIGN_CONFIG=/design/flow/config.mk WORK_HOME=/design/flow/orfs finish
--- flow/config.mk ---
export PLATFORM = sky130hd
export DESIGN_NAME = ALU_unit
export DESIGN_NICKNAME = ALU_unit
export VERILOG_FILES = /design/flow/design.v
export SDC_FILE = /design/flow/constraint.sdc
export NUM_CORES = 4
export LEC_CHECK = 1
export CORE_UTILIZATION = 40
--- flow/constraint.sdc ---
current_design ALU_unit

set clk_period 13.4
set clk_io_pct 0.2

create_clock -name clk0 -period $clk_period

set non_clock_inputs [all_inputs -no_clocks]
set_input_delay [expr $clk_period * $clk_io_pct] -clock clk0 $non_clock_inputs
set_output_delay [expr $clk_period * $clk_io_pct] -clock clk0 [all_outputs]
==> impl_metrics.tcl <==
# metrics dict for downstream scripts
set metrics [dict create \
    period_minus_slack_ps 10180 \
    power_frac_comb_pct 100.0 \
    hp-class "in -> out" \
    netlist_area_mm2 0.00936 \
    first_global_vias 10500 \
    grt_pass1_wl_um 71200 \
    p_clk_share_pct 0 \
    drt_iter0_drc 1184 \
    ys_chip_area_mm2 0.00936 \
    holdBufCountCts 0 \
    ir_drop_uv 30.3 \
    drive_gt1_share_pct 8.49 \
    ys_top_cells_by_area "ha_1, mux4_2, a21oi_1" \
    power-per-cell-area_mw_per_mm2 37.4 \
    avgViaCountPerCell 6.55 \
    die_h_um 155 \
    rows 55 \
    topCombFamilyByArea "AND-OR/OR-AND gates" \
    routed_wl_um 47800 \
    synth-xor-area-share_pct 2.62 \
    ys_sh_adder_pct 13.3 \
    synth_cells 1414 \
    flop_area_um2 0 \
    seq_power_share_pct 0 \
    syn_avg_cell_area_um2 6.62 \
    grt_max_degree 68 \
    fmax_mhz 98.2 \
    min_period_over_period_pct 76.0 \
    grtUsageTotal_pct 40.8 \
    port_buffers 100 \
    worstHoldPathCells 5 \
    fp_util_pct 41.1 \
    gp_congestion 1.07 \
    antenna_left 0 \
    grt-ovfl-total 0 \
    crit_fanout 39 \
    synth.distinct_cells 89 \
    tool_warnings 96 \
    die_x_um 155 \
    combGateArea_mm2 0.00843 \
    ys_seq_share_pct 0 \
    yosysWarnings 1 \
    die_area_mm2 0.0240 \
    status "finished, final reports clean" \
    ys_cells 1414 \
    crit_arrival_ps 7500 \
    switchingPower_uw 236 \
    relSlewSlack_pct 37.1 \
    top_area_cell "ha_1" \
    worstMarginPinSlew_ps 938 \
    synthSimpleGateAreaFrac_pct 21.6 \
    routedWlPerCell_um 27.5 \
    switching_share_pct 60.8 \
    setup-tns-final_ps 0 \
    worstPathRequired_ps 10720 \
    final_area_mm2 0.0104 \
    fin_cells 1738 \
    cap_viol_max_count 0 \
    start_kind "input port" \
    p_int_uw 152 \
    antenna_found_initial 1 \
    dpl.cell_count 1738 \
    top_area_share_pct 12.8 \
    post_cts_buffers 0 \
    seq_cells 0 \
    hold_viol_final 0 \
    crit_path_end_kind "output port" \
    coreArea_mm2 0.0228 \
    critical_path_class "in -> out" \
    rsz0062_at_grt "no" \
    firstDrtPassIters 7 \
    io_pins 100 \
    cts.repair.resized 0 \
    ys_sh_aoi_pct 37.6 \
    dpl.hpwl_um 37300 \
    antenna_cells 0 \
    num_vias 11400 \
    fillers 2405 \
    muxShareOfSynthArea_pct 14.7 \
    slew_violations 0 \
    setup_viol 0 \
    clkbuf_count 0 \
    drcViolationCount 0 \
    syn_to_final_growth_pct 11.1 \
    place_area_mm2 0.0104 \
    power.static_leakage_nw 4.10 \
]
through the flow:
stage	worst slack (ps)	hold WS (ps)	power, mW	utilization, %
after floorplan	5260	5510	0.239	-
after global placement	3330	6410	0.380	45.7
after detailed placement	3340	6420	0.378	45.7
after CTS	3340	6420	0.381	45.7
after global routing	2850	6490	0.419	45.7
final	3220	6450	0.388	45.7
area by class of cell:
| type | instances | area share (%) |
|---|---|---|
| Timing Repair Buffer | 134 | 11.9 |
| Multi-Input combinational cell | 1199 | 81.0 |
| Tap cell | 313 | 3.77 |
| Inverter | 92 | 3.32 |
Yosys cell counts, drive strengths merged, types with 17 or more instances:
library cell  number
nor2             173
a211oi            32
mux2i             42
nor4              17
nor3              47
nand3             24
o211ai            23
nand2            125
xnor2             21
clkbuf            65
ha                96
buf               58
o21ai            133
mux4              37
a22oi             18
a221oi            24
inv               90
a21oi            150
a31oi             19
logic make-up after synthesis:
family	count (synthesis)
compound gates	533
simple gates	450
buf+inv	215
fa+ha+maj	98
mux	90
xor+xnor	28
cells in the final DEF, fill, tap and decap left out, types with 21 or more instances in the layout:
| cell | instances |
|---|---|
| nor2_1 | 169 |
| a21oi_1 | 149 |
| nand2_1 | 125 |
| o21ai_0 | 103 |
| ha_1 | 96 |
| clkdlybuf4s50_1 | 95 |
| inv_1 | 87 |
| nor3_1 | 43 |
| mux2i_1 | 42 |
| mux4_2 | 37 |
| buf_4 | 36 |
| a211oi_1 | 30 |
| o21ai_1 | 29 |
| nand3_1 | 24 |
| a221oi_1 | 24 |
| o211ai_1 | 23 |
| xnor2_1 | 21 |
power by group through the flow:
stage | logic (mW) | clock network [mW] | registers (mW)
after CTS | 0.381 | 0 | 0
final | 0.388 | 0 | 0
after global routing | 0.419 | 0 | 0
metal layers:
| layer | wire, um | up-vias | share of wire [%] | GRT usage [%] |
|---|---|---|---|---|
| met5 | 12 | - | 0.025 | 0 |
| met4 | 2180 | 2 | 4.6 | 15.4 |
| met3 | 4260 | 100 | 8.9 | 8.68 |
| met2 | 21500 | 608 | 45 | 63.2 |
| met1 | 19800 | 5397 | 41 | 56.0 |
| li1 | - | 5273 | - | - |
worst paths after layout:
kind,startpoint,endpoint,slack [ps]
max,reg_b[4],aluout[25],3220
min,alu_op[0],aluout[30],6450
worst max-delay path, cell delays in order:
cell and delay (ps):
clkdlybuf4s50_1 460, buf_4 390, clkinv_1 710, ha_1 710, a21oi_1 180, o211ai_1 200
a211oi_1 480, o22ai_1 230, o21a_1 230, nor2_2 100, nor2_1 60, o31ai_2 230
xnor2_1 120, o221ai_1 190, clkdlybuf4s50_1 510
No activity file was given, so power comes from the tool's default toggle rates.
